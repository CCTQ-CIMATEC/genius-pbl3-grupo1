$ cat config.mk
export PLATFORM = sky130hd
export DESIGN_NAME = memory_stage
export DESIGN_NICKNAME = memory_stage
export VERILOG_FILES = /design/flow/design.v
export SDC_FILE = /design/flow/constraint.sdc
export NUM_CORES = 4
export LEC_CHECK = 1
export CORE_AREA = 10 10 138 138
export DIE_AREA = 0 0 148 148
$ cat constraint.sdc
current_design memory_stage

set clk_period 1.0
set clk_io_pct 0.2

create_clock -name clk0 -period $clk_period [get_ports {i_clk}]

set non_clock_inputs [all_inputs -no_clocks]
set_input_delay [expr $clk_period * $clk_io_pct] -clock clk0 $non_clock_inputs
set_output_delay [expr $clk_period * $clk_io_pct] -clock clk0 [all_outputs]
$ cat design.v
package cpu_pkg;
    typedef enum logic [3:0] {
        ALU_ADD     = 4'b0000, 
        ALU_SLL     = 4'b0001,
        ALU_LT      = 4'b0010,
        ALU_LTU     = 4'b0011,
        ALU_XOR     = 4'b0100, 
        ALU_SRL     = 4'b0101,
        ALU_OR      = 4'b0110,
        ALU_AND     = 4'b0111, 
        ALU_SUB     = 4'b1000, 
        ALU_SRA     = 4'b1001,
        ALU_BPS2    = 4'b1010, 
        ALU_EQUAL   = 4'b1011, 
        ALU_NEQUAL  = 4'b1100, 
        ALU_GT      = 4'b1101, 
        ALU_UNUSED  = 4'b1110, 
        ALU_GTU     = 4'b1111  
    } alu_op_t;
endpackage
`timescale 1ns/1ps
module memory_stage #(
    parameter P_DATA_WIDTH = 32,
    parameter P_DMEM_ADDR_WIDTH = 11
)(
    input logic i_clk,
    input logic i_rst_n,
    input logic                             i_regwrite_m,
    input logic [1:0]                       i_resultsrc_m,
    input logic                             i_memwrite_m,
    input logic [P_DATA_WIDTH-1:0]          i_alu_result_m,
    input logic [P_DATA_WIDTH-1:0]          i_write_data_m,
    input logic [4:0]                       i_rd_addr_m,
    input logic [P_DMEM_ADDR_WIDTH-1:0]     i_pc4_m,
    input logic [2:0]                       i_f3_m,
    output logic                          o_dmem_we,
    output logic [P_DMEM_ADDR_WIDTH-1:0]  o_dmem_addr,
    output logic [P_DATA_WIDTH-1:0]       o_dmem_wdata,
    input  logic [P_DATA_WIDTH-1:0]       i_dmem_rdata,
    output logic [2:0]                    o_dmem_f3,
    output logic [P_DATA_WIDTH-1:0] o_read_data_w,
    output logic                    o_regwrite_w,
    output logic [1:0]              o_resultsrc_w,
    output logic [4:0]              o_rd_addr_w,
    output logic [11-1:0]           o_pc4_w,
    output logic [P_DATA_WIDTH-1:0] o_alu_result_w,
    output logic [2:0]              o_f3_w
);
    assign o_dmem_we        = i_memwrite_m;                               
    assign o_dmem_addr      = i_alu_result_m[P_DMEM_ADDR_WIDTH-1:0];      
    assign o_dmem_wdata     = i_write_data_m;                             
    assign o_dmem_f3 = i_f3_m;
    always_ff @(posedge i_clk or negedge i_rst_n) begin
        if (!i_rst_n) begin
            o_regwrite_w   <= '0;
            o_resultsrc_w  <= '0;
            o_read_data_w  <= '0;
            o_rd_addr_w    <= '0;
            o_pc4_w        <= '0;
            o_alu_result_w <= '0;
            o_f3_w         <= '0;
        end else begin
            o_regwrite_w   <= i_regwrite_m;
            o_resultsrc_w  <= i_resultsrc_m;
            o_alu_result_w <= i_alu_result_m;
            o_read_data_w  <= i_dmem_rdata;
            o_rd_addr_w    <= i_rd_addr_m;
            o_pc4_w        <= i_pc4_m;
            o_f3_w         <= i_f3_m;
        end
    end
endmodule
$ cat run.sh
#!/bin/bash
# OpenROAD 26Q1-2900-gdf79404cd8, Yosys 0.63+post, stock flow scripts
make -C /OpenROAD-flow-scripts/flow DESIGN_CONFIG=/design/flow/config.mk WORK_HOME=/design/flow/orfs finish
==> Slide: Implementation Results <==
Synthesis and Place & Route Summary

Final timing
  • Max-slew headroom: around four fifths
  • F_max: around 960 MHz
  • Setup violators final: 77
  • Fin crit period: 1040 ps
  • Post-route setup slack: -36.5 ps
  • Cycle use final: 104%
  • Worst hold slack: -183 ps
  • Setup TNS: -939 ps
  • Worst-Margin Slew: 273 ps
  • Slew Limit Fails: 0
  • RSZ-0062 raised after global routing: true
  • Final Hold Viols: 86

Pwr
  • Sw power: 1.54 mW
  • Pwr Total: 8.13 mW
  • Seq pwr share: 45.4%
  • Comb power frac: 7.6%
  • Power per cell area: roughly 1900 nW/µm²
  • Cell-internal power: between 6 and 7 mW
  • LEAKAGE: 1.96 nW
  • Max VDD drop: between 0.7 and 0.8 mV
  • Power share of the clock group: 47.0%
  • Sw frac: 18.9%

Route
  • DR iter-0 viols: 20
  • Remaining DRCs: 0
  • Drt wl/cell: approximately 16 µm
  • Vias: 1529
  • Detail Route Antenna Nets: 0
  • Vias per Instance: 3.01
  • Drt pass-1 iters: 3
  • Routed wire length: between 8 and 9 mm

Logic synthesis
  • YS warnings: 1
  • Post-Syn Instances: 133
  • Area of the mapped netlist: 2500 µm²
  • # Cells Yosys: 133
  • Synth Register Bits: 86
  • Post-synth seq share: 85.9%
  • Avg Inst Size Synth: 18.8 µm²
  • Cell Type Count: 2
  • Yosys stat area: 2500 µm²

CTS
  • CTS clk-pin slew, worst paths: 60 ps
  • TritonCTS clock tree: done
  • Sink Count: 86
  • Post-CTS Setup Bufs: 0
  • Num CTS Buffers: 9
  • CTS root buf: clkbuf_16
  • H-tree depth: 3
  • Deepest clock path buffer count: 2

Worst setup path
  • CP top delay family: flip-flops
  • CP max stage cell: dfrtp_1
  • Critical Path RT: 800 ps
  • Crit. End Element: output port
  • Crit path buf inv count: 1
  • CP arrival: 840 ps
  • Crit-path max FO: 1
  • Slowest stage delay, CP: between 300 and 400 ps
  • Setup Crit Path Kind: flop to output port
  • CP Cell Sequence: buf_2
  • Startpoint types: flop

Finish
  • Number of logic gates: 0
  • Most common logic cells in the final layout: 89 x buf_2, 86 x dfrtp_1, 74 x clkdlybuf4s50_1, 15 x dlygate4sd2_1, 9 x clkbuf_16
  • Final Core Density: 26.4%
  • Most frequent logic cell in the layout: buf_2
  • Logic area: 0 µm²
  • P&R area growth vs syn: 68.9%
  • Share of cells above drive strength 1: 37.1%

Die
  • FP Util: between 15 and 20%
  • Row count: 46
  • Core Footprint: between 15000 and 20000 µm²
  • Die area: between 20000 and 25000 µm²
  • Chip height: roughly 150 µm
  • Die Wd: 148 µm
  • I/O pin count: 254

GRT
  • First-pass GRT wire length: 11.8 mm
  • Initial antenna violation count: 2
  • Gr usage total: 7.20%
  • Largest net degree at the start of global routing: 51
  • Vias in the first global route: 1772
  • Overflow left after global routing: 0

Run status
  • Status: finished with violations
  • Failing checks: hold timing, setup timing

Placed design
  • GPL Wtd Cong: roughly 0.77
  • DP Wirelength: around 6.9 mm
  • Buffers added on ports: ~190

Min path
  • Hold WC Path Type: primary input to async pin

Flow run
  • Max Cap Viol: 0
  • Stage-log warning count: 29
cell families (layout without fill, tap and decap cells):
logic type | count (synthesis) | count (layout) | synth area share [%]
buffers and inverters | 47 | 205 | 14.1
other | 0 | 1 | 0
flip-flops | 86 | 86 | 85.9
registers in the layout (all words and copies together), names as in the netlist:
register        count
o_read_data_w      32
o_pc4_w            11
o_resultsrc_w       2
o_f3_w              3
o_rd_addr_w         5
o_alu_result_w     32
o_regwrite_w        1
cell type report:
type / instances / area (µm²)
flip-flops and latches: 86 / 2150
fillers: 1703 / 11800
well taps: 216 / 270
repair buffers: 190 / 1460
clock buffers: 10 / 239
diodes: 1 / 2.50
clock inverters: 5 / 108
per-layer routing:
layer | vias up | part of all wire (%) | GRT usage, %
li1 | 672 | - | -
met1 | 726 | 36 | 8.01
met2 | 108 | 49 | 11.9
met3 | 21 | 11 | 3.81
met4 | 2 | 2.8 | 1.78
met5 | - | 0.16 | 0
Yosys cell counts:
cell type	n	area, µm²
buf_4	47	353
dfrtp_1	86	2150
through the flow:
step,area [µm²],worst slack (ps),hold slack [ps],cells
floorplan,2500,488,-95.6,133
global placement,4330,-378,183,491
detailed placement,4330,-385,186,491
CTS,4220,-71.7,-195,506
global route,4230,-86.5,-183,508
finish,4230,-36.5,-183,508
power groups by stage:
stage	logic, mW	registers [mW]	clock network, mW
CTS	0.640	3.69	3.96
global route	0.680	3.71	4.14
finish	0.614	3.69	3.82
worst paths after layout:
kind,depth (start not counted),endpoint,start,slack (ps)
hold / removal,2,o_read_data_w[13],i_rst_n,-180
setup / recovery,1,o_rd_addr_w[0],o_rd_addr_w[0],-40
min in group clk0,1,o_alu_result_w[3],i_alu_result_m[3],100
max in group asynchronous,2,o_alu_result_w[26],i_rst_n,910
repair_timing:
| item | CTS | global route |
|---|---|---|
| setup endpoints to repair | 100 | 87 |
| resized | 324 | 1 |
| hold endpoints to repair | 86 | 87 |
Power figures rest on the tool's default switching activity, not on a simulated workload.

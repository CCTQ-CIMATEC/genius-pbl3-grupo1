<file path="run.sh">
#!/bin/bash
# OpenROAD 26Q1-2900-gdf79404cd8, Yosys 0.63+post, stock flow scripts
make -C /OpenROAD-flow-scripts/flow DESIGN_CONFIG=/design/flow/config.mk WORK_HOME=/design/flow/orfs finish
</file>
<file path="config.mk">
export PLATFORM = sky130hd
export DESIGN_NAME = write_back
export DESIGN_NICKNAME = write_back
export VERILOG_FILES = /design/flow/design.v
export SDC_FILE = /design/flow/constraint.sdc
export NUM_CORES = 4
export LEC_CHECK = 1
export CORE_AREA = 10 10 98 98
export DIE_AREA = 0 0 108 108
</file>
<file path="constraint.sdc">
current_design write_back

set clk_period 3.3
set clk_io_pct 0.2

create_clock -name clk0 -period $clk_period

set non_clock_inputs [all_inputs -no_clocks]
set_input_delay [expr $clk_period * $clk_io_pct] -clock clk0 $non_clock_inputs
set_output_delay [expr $clk_period * $clk_io_pct] -clock clk0 [all_outputs]
</file>
<file path="design.v">
package cpu_pkg;
    typedef enum logic [3:0] {
        ALU_ADD     = 4'b0000, 
        ALU_SLL     = 4'b0001,
        ALU_LT      = 4'b0010,
        ALU_LTU     = 4'b0011,
        ALU_XOR     = 4'b0100, 
        ALU_SRL     = 4'b0101,
        ALU_OR      = 4'b0110,
        ALU_AND     = 4'b0111, 
        ALU_SUB     = 4'b1000, 
        ALU_SRA     = 4'b1001,
        ALU_BPS2    = 4'b1010, 
        ALU_EQUAL   = 4'b1011, 
        ALU_NEQUAL  = 4'b1100, 
        ALU_GT      = 4'b1101, 
        ALU_UNUSED  = 4'b1110, 
        ALU_GTU     = 4'b1111  
    } alu_op_t;
endpackage
module write_back #(
    parameter P_WIDTH = 32
)(
    input  logic [P_WIDTH-1:0]  i_alu_result_w,
    input  logic [P_WIDTH-1:0]  i_mem_data_w,
    input  logic [10:0]         i_pc_plus_4_w,
    input  logic [1:0]          i_sel_w,
    input  logic [2:0]          i_f3_w,
    output logic [P_WIDTH-1:0]  o_result_w
);
    logic [31:0] lpc;
    assign lpc = {22'b0, i_pc_plus_4_w};
    logic [31:0] extended_load_data;
    logic [7:0]  byte_data;
    logic [15:0] half_data;
    always_comb begin
        case (i_f3_w)
            3'b000: extended_load_data = {{24{i_mem_data_w[7]}},  i_mem_data_w[7:0]};    
            3'b001: extended_load_data = {{16{i_mem_data_w[15]}}, i_mem_data_w[15:0]};   
            3'b010: extended_load_data = i_mem_data_w;                                   
            3'b100: extended_load_data = {24'b0, i_mem_data_w[7:0]};                     
            3'b101: extended_load_data = {16'b0, i_mem_data_w[15:0]};                    
            default: extended_load_data = i_mem_data_w;                                  
        endcase
    end
    logic [P_WIDTH-1:0] mux0_out_w;
    assign mux0_out_w = i_sel_w[0] ? extended_load_data : i_alu_result_w;
    assign o_result_w = i_sel_w[1] ? lpc : mux0_out_w;
endmodule
</file>
==> flow_metrics.env <==
# implementation run metrics
export IMPL_drv_slew=0
export IMPL_outcome="completed"
export IMPL_critPathLaunchType="primary input"
export IMPL_port_buffers=112
export IMPL_initial_core_util=0.0955
export IMPL_diodes=0
export IMPL_syn_area_sq_um=731
export IMPL_ios=112
export IMPL_cts_resized=0
export IMPL_ir_drop_v=0.0000437
export IMPL_hold_violations=0
export IMPL_num_rows=32
export IMPL_period_minus_slack_ps=3120
export IMPL_setup_tns_ps=0
export IMPL_track_usage=0.0674
export IMPL_grt_setup_unrepaired="no"
export IMPL_flop_area_sq_um=0
export IMPL_synth_cell_types=23
export IMPL_timing_final_crit_share=0.945
export IMPL_path_class="in2out"
export IMPL_drtIter0Drc=27
export IMPL_grt_pass1_vias=1233
export IMPL_postCtsHoldBufs=0
export IMPL_routedWlPerCell_um=13.2
export IMPL_cp_common_cell="clkdlybuf4s50_1"
export IMPL_cpLargestDelayFamily="buffers and inverters"
export IMPL_grt_max_degree=33
export IMPL_warnings=32
export IMPL_fin_util=0.251
export IMPL_crit_path_top_delay_cell="clkdlybuf4s50_1"
export IMPL_place_gp_congestion=0.776
export IMPL_tightestPinTransition_ps=362
export IMPL_ant_nets=0
export IMPL_via_per_inst=3.74
export IMPL_cp_arrival_ps=2460
export IMPL_path_cells="clkdlybuf4s50_1, nor4b_4, nor3b_1, a221oi_1, clkdlybuf4s50_1"
export IMPL_drive_above_1_share=0.0402
export IMPL_area_delta_synth_final_pct=163
export IMPL_route_vias_total=1219
export IMPL_antenna_found_initial=0
export IMPL_ys_chip_area_sq_um=731
export IMPL_drv_cap=0
export IMPL_ff_count=0
export IMPL_setup_viol=0
export IMPL_relSlewSlack=0.758
export IMPL_die_height_um=108
export IMPL_required_ps=2640
export IMPL_chip_area_sq_mm=0.0117
export IMPL_hp_class="in2out"
export IMPL_cts_setup_buffers=0
export IMPL_die_x_um=108
export IMPL_dpl_hpwl_um=3620
export IMPL_wl_um=4300
export IMPL_layout_cells_most_common="clkdlybuf4s50_1"
export IMPL_power_total_w=0.000225
export IMPL_fmaxAchievable_mhz=321
export IMPL_n_fill_cell=812
export IMPL_syn_avg_cell_area_sq_um=6.09
export IMPL_overflow=0
export IMPL_synth_stat_cells=120
export IMPL_grt_pass1_wl_um=6570
export IMPL_drtPass1Iterations=4
export IMPL_core_area_sq_mm=0.00765
export IMPL_yosysWarnings=1
export IMPL_layout_top_cells="clkdlybuf4s50_1, a21oi_1, nor2b_1, nand2_1"
export IMPL_powerDensity_mw_per_mm2=117
export IMPL_syn_inst=120
export IMPL_clkbuf_count=0
export IMPL_drcViolationCount=0
export IMPL_slowest_delay_ps=520
export IMPL_crit_buf_inv=2
export IMPL_path_max_fanout=5
export IMPL_p_leak_nw=0.705
export IMPL_end_kind="output pin"
export IMPL_synth_yosys_seq_area_share=0
==> cell families (layout without fill, tap and decap cells) <==
logic type,count (synthesis),after routing,share of synthesized area
multiplexers,9,9,0.130
buffers and inverters,16,120,0.144
AND-OR/OR-AND,47,47,0.356
AND/OR/NAND/NOR,48,48,0.370
==> path summary, 6_finish.rpt <==
path | slack (ps) | start | cells past startpoint | to
max | 180 | i_f3_w[1] | 5 | o_result_w[10]
min | 2240 | i_mem_data_w[11] | 4 | o_result_w[11]
==> area by class of cell <==
| cell class | count | area, sq um | area share |
|---|---|---|---|
| inverter | 3 | 11.3 | 0.00586 |
| multi-input combinational | 104 | 626 | 0.325 |
| timing repair buffer | 117 | 1160 | 0.602 |
| tap | 102 | 128 | 0.0664 |
==> cell usage after synthesis <==
library cell   n  area, sq um
a21oi_1       30          150
nand2_1       16         60.1
nor2b_1       16          100
mux2i_1        8         80.1
o21ai_0        8         40.0
nor2_1         6         22.5
a211oi_1       5         37.5
buf_6          5         56.3
clkbuf_1       4         15.0
a221oi_1       3         26.3
buf_2          3         15.0
inv_1          3         11.3
nor3_1         3         15.0
a31oi_1        1         6.26
and2_1         1         6.26
buf_4          1         7.51
mux2_4         1         15.0
nand2b_1       1         6.26
nand3_1        1         5.00
nand3_4        1         17.5
nor3b_1        1         7.51
nor4b_4        1         23.8
or2_2          1         6.26
==> power by group <==
part	switching, W	internal (W)
Combinational	0.0000640	0.000161
Clock	0	0
Sequential	0	0
==> metrics by stage <==
stage / setup WS [ps] / std cells / area [sq um] / hold WS (ps)
2_1_floorplan: 1290 / 120 / 731 / 1380
3_3_place_gp: 140 / 326 / 1920 / 2240
3_5_place_dp: 150 / 326 / 1920 / 2240
4_1_cts: 130 / 326 / 1920 / 2250
5_1_grt: 43.6 / 326 / 1920 / 2290
6_report: 182 / 326 / 1920 / 2240
==> routing by layer <==
layer	global-route usage	wire, um
met1	0.0873	1790
met2	0.111	2020
met3	0.0259	483
met4	0	0
met5	0	0
Power figures rest on the tool's default switching activity, not on a simulated workload.
